File: /design/flow/run.sh
#!/bin/bash
# OpenROAD 26Q1-2900-gdf79404cd8, Yosys 0.63+post, stock flow scripts
make -C /OpenROAD-flow-scripts/flow DESIGN_CONFIG=/design/flow/config.mk WORK_HOME=/design/flow/orfs finish
File: /design/flow/config.mk
export PLATFORM = sky130hd
export DESIGN_NAME = ID_EX
export DESIGN_NICKNAME = ID_EX
export VERILOG_FILES = /design/flow/design.v
export SDC_FILE = /design/flow/constraint.sdc
export NUM_CORES = 4
export LEC_CHECK = 1
export CORE_UTILIZATION = 40
File: /design/flow/constraint.sdc
current_design ID_EX

set clk_period 1.1
set clk_io_pct 0.2

create_clock -name clk0 -period $clk_period [get_ports {clk}]

set non_clock_inputs [all_inputs -no_clocks]
set_input_delay [expr $clk_period * $clk_io_pct] -clock clk0 $non_clock_inputs
set_output_delay [expr $clk_period * $clk_io_pct] -clock clk0 [all_outputs]
File: /design/flow/design.v
module dff (q, d, wen, clk, rst);
    input d;         
    input wen;       
    input clk;       
    input rst;       
    output q;        
    reg state;
    assign q = state;
    always @(posedge clk) begin
        state <= rst ? 0 : (wen ? d : state);
    end
endmodule
module ID_EX(
    input wire clk,
    input wire rst,
    input wire [15:0] ID_PCPlus2,
    input wire [15:0] ID_SrcData1,
    input wire [15:0] ID_SrcData2,
    input wire [15:0] ID_ImmOperand,
    input wire [3:0] ID_SrcReg1,
    input wire [3:0] ID_SrcReg2,
    input wire [3:0] ID_RegDst,
    input wire [3:0] ID_Opcode,
    input wire ID_RegWrite,
    input wire ID_ALUSrcSel1,
    input wire ID_ALUSrcSel2,
    input wire ID_StoreInstr,
    input wire ID_MemToReg,
    input wire WEN,  
    output wire [15:0] EX_PCPlus2,
    output wire [15:0] EX_SrcData1,
    output wire [15:0] EX_SrcData2,
    output wire [15:0] EX_ImmOperand,
    output wire [3:0] EX_SrcReg1,
    output wire [3:0] EX_SrcReg2,
    output wire [3:0] EX_RegDst,
    output wire [3:0] EX_Opcode,
    output wire EX_RegWrite,
    output wire EX_ALUSrcSel1,
    output wire EX_ALUSrcSel2,
    output wire EX_StoreInstr,
    output wire EX_MemToReg
);
    dff PCPlus2Reg[15:0] (.q(EX_PCPlus2), .d(ID_PCPlus2), .wen({16{WEN}}), .clk({16{clk}}), .rst({16{rst}}));
    dff SrcData1Reg[15:0] (.q(EX_SrcData1), .d(ID_SrcData1), .wen({16{WEN}}), .clk({16{clk}}), .rst({16{rst}}));
    dff SrcData2Reg[15:0] (.q(EX_SrcData2), .d(ID_SrcData2), .wen({16{WEN}}), .clk({16{clk}}), .rst({16{rst}}));
    dff ImmOperandReg[15:0] (.q(EX_ImmOperand), .d(ID_ImmOperand), .wen({16{WEN}}), .clk({16{clk}}), .rst({16{rst}}));
    dff SrcReg1Reg[3:0] (.q(EX_SrcReg1), .d(ID_SrcReg1), .wen({4{WEN}}), .clk({4{clk}}), .rst({4{rst}}));
    dff SrcReg2Reg[3:0] (.q(EX_SrcReg2), .d(ID_SrcReg2), .wen({4{WEN}}), .clk({4{clk}}), .rst({4{rst}}));
    dff RegDstReg[3:0] (.q(EX_RegDst), .d(ID_RegDst), .wen({4{WEN}}), .clk({4{clk}}), .rst({4{rst}}));
    dff OpcodeReg[3:0] (.q(EX_Opcode), .d(ID_Opcode), .wen({4{WEN}}), .clk({4{clk}}), .rst({4{rst}}));
    dff RegWriteReg (.q(EX_RegWrite), .d(ID_RegWrite), .wen(WEN), .clk(clk), .rst(rst));
    dff ALUSrcSel1Reg (.q(EX_ALUSrcSel1), .d(ID_ALUSrcSel1), .wen(WEN), .clk(clk), .rst(rst));
    dff ALUSrcSel2Reg (.q(EX_ALUSrcSel2), .d(ID_ALUSrcSel2), .wen(WEN), .clk(clk), .rst(rst));
    dff StoreInstrReg (.q(EX_StoreInstr), .d(ID_StoreInstr), .wen(WEN), .clk(clk), .rst(rst));
    dff MemToRegReg (.q(EX_MemToReg), .d(ID_MemToReg), .wen(WEN), .clk(clk), .rst(rst));
endmodule
==> ci_impl_report.md <==
### Yosys + OpenROAD results

| Metric | Value |
|---|---|
| DR WL/cell | `13.2 microns` |
| Leakage | `2.29 nW` |
| FP Util | `0.415` |
| Clock Tree Buf Depth | `2` |
| Die ar. | `9530 sq um` |
| Combinational share of power | `0.137` |
| Largest type area fraction | `0.465` |
| Io pins | `173` |
| CTS tree | `built` |
| Clock group share of total power | `0.357` |
| Min Tclk post-route | `1.05 ns` |
| Reg2reg setup slack | `0.37 ns` |
| Switching Power | `0.00144 W` |
| HP Class | `in -> reg` |
| CP delay by family, top | `flip-flops` |
| Yosys chip area | `3660 sq um` |
| Syn Std Cell Area | `3660 sq um` |
| Die W | `97.6 microns` |
| Crit path buf inv count | `1` |
| Reg2reg start | `SrcData2Reg[13].state$_SDFFE_PP0P_` |
| Ys cells | `354` |
| CP Launch Type | `flip-flop` |
| Int Power | `0.00523 W` |
| Power Dens Cells | `1390 nW/um^2` |
| Cts hold-fix bufs | `0` |
| Setup violators final | `0` |
| Least-Margin Pin Slew | `0.280 ns` |
| Top Layout Cells | `dfxtp_2 (85), mux2i_1 (85), nor2_1 (85), clkdlybuf4s50_1 (85), clkbuf_2 (62)` |
| Via count | `2,480` |
| FILL cells | `808` |
| Final Hold Slack | `0.260 ns` |
| Clock Skews | `0 ns` |
| RR Endpoint | `SrcData2Reg[13].state$_SDFFE_PP0P_` |
| Critical path fanouts, max | `2` |
| Critical path origin | `ImmOperandReg[12].state$_SDFFE_PP0P_` |
| Max Clock Freq | `950 MHz` |
| CP Cell Sequence | `clkdlybuf4s15_1` |
| Core ar. | `8810 sq um` |
| Routed wire length | `7410 microns` |
| Total power after layout | `0.00667 W` |
| Endpoints failing hold | `0` |
| Share of layout cells above drive strength 1 | `0.406` |
| Tcrit/Tclk final | `0.957` |
| H-tree lvl count | `3` |
| Vias/cell | `4.42` |
| Unique cell types | `7` |
| VDD IR max | `0.000951 V` |
| # Max-Cap Violations | `0` |
| Sw frac | `0.216` |
| Detailed-route DRC error count | `0` |
| Initial DRC count | `55` |
| Mapped Avg Cell Area | `10.3 sq um` |
| CTS Buf Count | `9` |
| Final Max Tran Viols | `0` |
| Post-synthesis sequential area ratio | `0.465` |
| Slew margin rel. | `0.813` |
| Critical path capture point type | `primary output` |
| OpenROAD warnings | `25` |
| Worst endpoint required time | `0.88 ns` |
| Pre-antenna DRT Iters | `23` |
| CP peak stage delay | `0.33 ns` |
| Logic cell area | `1170 sq um` |
| Buffers added on ports | `172` |
| Reg2reg path depth | `3` |
| Largest net degree at the start of global routing | `64` |
| Cell type with the largest total area | `dfxtp_1` |
| Row count | `34` |
| Register Area | `1810 sq um` |
| Slowest cell on crit path | `dfxtp_2` |
| N_diodes | `0` |
| GRT Residual Overflow | `0` |
| Worst setup path end | `EX_ImmOperand[12]` |
| Crit path depth | `1` |
| Final instance area | `4800 sq um` |
| Hold_sp | `WEN` |
| Vias in the first global route | `2,436` |
| Setup_tns | `0 ns` |
| CTS Sinks | `85` |
| Area post-placement | `4820 sq um` |
| Total Routing Usage GR | `0.160` |
| Outcome | `finished, final reports clean` |
| Antenna violations before repair | `0` |
| Area Overhead vs Synth | `31.3%` |
| Top cells by area | `dfxtp_1 (47%), mux2i_1 (23%), buf_4 (17%)` |
| CTS root buffer | `clkbuf_8` |
| Clock Latency Late Sink | `0.33 ns` |
| Worst Path Arrival | `0.83 ns` |
| Post-route ant nets | `0` |
| Synth Instances | `354` |
| Seq pwr share | `0.506` |
| Synth Warn # | `1` |
| Detailed Place HPWL | `5130 microns` |
| Flops after synth | `85` |
| Clock Pin Slew Worst Setup and Hold Paths | `0.08 ns` |
| CP Class | `reg -> out` |
| First-pass GRT wire length | `12,000 microns` |
| GPL Wtd Cong | `0.725` |
| Die height | `97.6 microns` |
power groups by stage:
| stage | Clock, W | Combinational [W] | Sequential [W] |
|---|---|---|---|
| 4_1_cts | 0.00249 | 0.000994 | 0.00338 |
| 5_1_grt | 0.00263 | 0.00100 | 0.00341 |
| 6_report | 0.00238 | 0.000913 | 0.00338 |
layer usage:
| layer | global-route usage | vias up | wire (microns) |
|---|---|---|---|
| met3 | 0.0637 | 8 | 969 |
| met1 | 0.220 | 1098 | 3170 |
| met2 | 0.253 | 121 | 3180 |
| met5 | 0 | - | 0 |
| met4 | 0.0128 | 0 | 87 |
| li1 | - | 1253 | - |
registers in the layout (all words and copies together) (netlist names), 4 cells and up:
| signal | cells |
|---|---|
| ImmOperandReg.state | 16 |
| PCPlus2Reg.state | 16 |
| SrcData1Reg.state | 16 |
| SrcData2Reg.state | 16 |
| OpcodeReg.state | 4 |
| RegDstReg.state | 4 |
| SrcReg1Reg.state | 4 |
| SrcReg2Reg.state | 4 |
final cells by class:
type                       instances  share of cell area
clock buffer                      11              0.0295
sequential                        85               0.377
timing repair buffer             183               0.307
multi-input combinational        170               0.244
tap                              108              0.0281
clock inverter                     4              0.0151
synthesized netlist by cell type (all sizes together):
library cell  count
buf              91
dfxtp            85
nor2             85
clkbuf            8
mux2i            85
what timing repair did:
| action | CTS | global route |
|---|---|---|
| resized | 266 | 63 |
| setup buffers | 1 | 2 |
| gates cloned | 0 | 0 |
| endpoints found under the setup margin | 85 | 64 |
how the worst min path moves through the flow:
| stage | to | slack, ns | depth (start not counted) |
|---|---|---|---|
| final | ALUSrcSel2Reg.state$_SDFFE_PP0P_ | 0.26 | 3 |
| after global routing | ALUSrcSel2Reg.state$_SDFFE_PP0P_ | 0.24 | 3 |
| after CTS | ALUSrcSel2Reg.state$_SDFFE_PP0P_ | 0.24 | 3 |
kinds of logic after synthesis:
logic type    Yosys count  share of synthesized area
buf+inv                99                      0.215
flops                  85                      0.465
mux                    85                      0.233
simple gates           85                     0.0872
metrics by stage:
stage,util,worst slack [ns],instances
2_1_floorplan,-,0.147,354
3_3_place_gp,0.547,0.0588,543
3_5_place_dp,0.547,0.0429,543
4_1_cts,0.579,0.000312,559
5_1_grt,0.545,-0.00932,561
6_report,0.545,0.0475,561
Power figures rest on the tool's default switching activity, not on a simulated workload.
