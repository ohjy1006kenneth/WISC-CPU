### design/flow/run.sh
#!/bin/bash
# OpenROAD 26Q1-2900-gdf79404cd8, Yosys 0.63+post, stock flow scripts
make -C /OpenROAD-flow-scripts/flow DESIGN_CONFIG=/design/flow/config.mk WORK_HOME=/design/flow/orfs finish
### design/flow/constraint.sdc
current_design ReadDecoder_7_128

set clk_period 1.0
set clk_io_pct 0.2

create_clock -name clk0 -period $clk_period

set non_clock_inputs [all_inputs -no_clocks]
set_input_delay [expr $clk_period * $clk_io_pct] -clock clk0 $non_clock_inputs
set_output_delay [expr $clk_period * $clk_io_pct] -clock clk0 [all_outputs]
### design/flow/config.mk
export PLATFORM = sky130hd
export DESIGN_NAME = ReadDecoder_7_128
export DESIGN_NICKNAME = ReadDecoder_7_128
export VERILOG_FILES = /design/flow/design.v
export SDC_FILE = /design/flow/constraint.sdc
export NUM_CORES = 4
export LEC_CHECK = 1
export CORE_AREA = 10 10 70 70
export DIE_AREA = 0 0 80 80
### design/flow/design.v
module ReadDecoder_7_128(input wire[6:0] RegId, output wire[127:0] Wordline);
wire[1:0] ss1;
wire[3:0] ss2;
wire[7:0] ss3;
wire[15:0] ss4;
wire[31:0] ss5;
wire[63:0] ss6;
assign ss1 = RegId[0] ? 2'b10 : 2'b01;
assign ss2 = RegId[1] ? {ss1, 2'b00} : {2'b00, ss1};
assign ss3 = RegId[2] ? {ss2, 4'h0} : {4'h0, ss2};
assign ss4 = RegId[3] ? {ss3, 8'h00} : {8'h00 , ss3};
assign ss5 = RegId[3] ? {ss4, 16'h00} : {16'h00 , ss4};
assign ss6 = RegId[3] ? {ss5, 32'h00} : {32'h00 , ss5};
assign Wordline = RegId[3] ? {ss6, 64'h00} : {64'h00 , ss6};
endmodule
==> results.json <==
{
  "max_freq_mhz": 902,
  "rsz0062_at_grt": "yes",
  "core_um2": 3420,
  "fin_hold_ws_ns": 0.747,
  "critPathBufInv": 4,
  "grt_max_degree": 9,
  "drive_gt1_frac": 0.294,
  "setup_ws_ns": -0.109,
  "power_density_nw_per_um2": 230,
  "io_pins": 135,
  "grt_pass1_wl_um": 3390,
  "status": "finished with violations",
  "setup_viol": 9,
  "fin_util": 0.326,
  "cp-start-kind": "input port",
  "tool_warnings": 37,
  "rows": 21,
  "fin_crit_sh": 1.11,
  "drt_iter0_markers": 6,
  "cap_violations": 0,
  "wire_per_inst_um": 11.6,
  "grt_overflow": 0,
  "synthTopCellsByArea": "buf_4 (80%), nor4b_2 (5.6%), and4b_1 (3.7%)",
  "crit_arrival_ns": 0.91,
  "ys_cells": 133,
  "die_area_um2": 6400,
  "synth_seq_share": 0,
  "flop-count": 0,
  "final.fill_count": 368,
  "ys_area_um2": 1080,
  "path_max_fanout": 6,
  "dr_total_vias": 619,
  "cts-hold-fix-buffers": 0,
  "syn_avg_cell_area_um2": 8.09,
  "hold_path.class": "input port to primary output",
  "timing.critical_path.mode_cell": "buf_6",
  "yosysTopAreaCell": "buf_4",
  "ant_nets": 0,
  "cp.required_ns": 0.80,
  "finalHoldViolCount": 0,
  "viasPerCell": 2.87,
  "min_to": "Wordline[1]",
  "crit_type": "input port to primary output",
  "antenna_found_initial": 0,
  "dp_slack_ns": -0.811,
  "die_w_um": 80,
  "die_h_um": 80,
  "grt_use_total": 0.0603,
  "crit_family": "buffers and inverters",
  "hold_start": "RegId[3]",
  "yosys_warnings": 0,
  "fin_tns_setup_ns": -0.663,
  "peakVddDrop_mv": 0.0623,
  "hold-path-cell-count": 4,
  "synth_area_um2": 1080,
  "register_area_um2": 0,
  "portBuffers": 20,
  "worst_path_max_delay_cell": "nor4b_2",
  "place_congestion": 0.657,
  "firstDrtPassIters": 2,
  "drv_slew": 0,
  "place_hpwl_um": 2080,
  "power_leakage_nw": 0.709,
  "top_area_frac": 0.795,
  "netlist_instances": 133,
  "min_period_ns": 1.11,
  "nClkBuffers": 0,
  "fp-utilization": 0.315,
  "drt_wl_total_um": 2510,
  "max_stage_delay_ns": 0.25,
  "power_mw": 0.256,
  "crit_chain": "buf_6 > buf_6 > buf_6 > nor4b_2 > buf_2",
  "ys_types": 10,
  "violations": "negative setup slack",
  "route.detailed.drc": 0,
  "diodes": 0,
  "end_kind": "primary output",
  "grt_pass1_vias": 696,
  "area_growth_pct": 3.49
}
-- area by class of cell --
type | instances | area [um^2] | area share
multi-input cells | 128 | 664 | 0.597
well taps | 46 | 57.6 | 0.0517
repair buffers | 42 | 392 | 0.352
-- cell usage in the layout (no fill, tap or decap) --
cell / instances
and4_1: 1
and4b_1: 4
and4bb_1: 3
and4bb_2: 2
buf_12: 2
buf_16: 1
buf_2: 15
buf_4: 4
buf_6: 19
clkbuf_2: 1
conb_1: 112
nor4_4: 1
nor4b_2: 1
nor4b_4: 3
nor4bb_4: 1
-- power by group --
part | internal [mW] | switching [mW] | total, mW
clock network | 0 | 0 | 0
registers | 0 | 0 | 0
logic | 0.150 | 0.107 | 0.256
total | 0.150 | 0.107 | 0.256
-- cells in the mapped netlist, drive strengths merged --
cell	count
conb	1
and4	1
and4b	4
and4bb	5
buf	116
nor4bb	1
nor4	1
nor4b	4
-- cells by family (layout without fill, tap and decap cells) --
group,Yosys count,after routing,synth area share
other cells,1,112,0.00349
buf+inv,116,42,0.816
simple gates,16,16,0.180
-- tightest hold or removal path, stage by stage --
cell and delay [ns]:
buf_12 0.09, buf_16 0.11, nor4b_4 0.04, buf_2 0.10
-- routing by layer --
metal | GRT usage | routed length [um]
met3 | 0.0227 | 334
met4 | 0 | 0
met2 | 0.112 | 1260
met5 | 0 | 0
met1 | 0.0672 | 921
-- repair_timing --
item,4_1_cts,5_1_grt
pin swaps,11,3
gates cloned,1,0
setup buffers,13,1
resized,86,8
setup endpoints to repair,16,12
-- how the worst max path moves through the flow --
stage | from | to | slack [ns] | cells after the start
after CTS | RegId[2] | Wordline[3] | -0.11 | 5
after global routing | RegId[0] | Wordline[0] | -0.16 | 5
final | RegId[0] | Wordline[2] | -0.11 | 5
-- metrics by stage --
| stage | instance area, um^2 | instances |
|---|---|---|
| final | 1110 | 216 |
| after CTS | 1060 | 215 |
| after global placement | 937 | 201 |
| after floorplan | 1490 | 244 |
| after global routing | 1110 | 216 |
| after detailed placement | 937 | 201 |
Power figures rest on the tool's default switching activity, not on a simulated workload.
